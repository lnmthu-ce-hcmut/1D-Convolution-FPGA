==> design/flow/design.v <==
`timescale 1ns / 1ps
module kernel_FIFO(
    input reset,
    input clk,
    input [31:0] data_in,
    output reg [31:0] data_out,
    output reg ready
    );
    reg [31:0] FIFO [2:0];
    reg [2:0] wr_pt = 0;
    reg [2:0] rd_pt = 0;
    reg en;
    always @(posedge clk or negedge reset)
    begin
        if (!reset)
        begin
            wr_pt <= 0;
            rd_pt <= 0;
            data_out <= 0;
            ready <= 0;
            en <= 0;
        end
        else
        begin
            if (wr_pt < 3)
            begin
                FIFO[wr_pt] <= data_in;
                wr_pt <= wr_pt + 1;
                en <= 1;
            end
            if (en <= 1)
            begin
                data_out <= FIFO[rd_pt];
                ready <= 1;
                rd_pt <= rd_pt + 1;
            end
            if (rd_pt >= 2)
            begin
                rd_pt <= 0;
            end
        end
    end
endmodule
==> design/flow/run.sh <==
#!/bin/bash
# OpenROAD 26Q1-2900-gdf79404cd8, Yosys 0.63+post, stock flow scripts
make -C /OpenROAD-flow-scripts/flow DESIGN_CONFIG=/design/flow/config.mk WORK_HOME=/design/flow/orfs finish
==> design/flow/config.mk <==
export PLATFORM = sky130hd
export DESIGN_NAME = kernel_FIFO
export DESIGN_NICKNAME = kernel_FIFO
export VERILOG_FILES = /design/flow/design.v
export SDC_FILE = /design/flow/constraint.sdc
export NUM_CORES = 4
export LEC_CHECK = 1
export CORE_UTILIZATION = 40
==> design/flow/constraint.sdc <==
current_design kernel_FIFO

set clk_period 6.6
set clk_io_pct 0.2

create_clock -name clk0 -period $clk_period [get_ports {clk}]

set non_clock_inputs [all_inputs -no_clocks]
set_input_delay [expr $clk_period * $clk_io_pct] -clock clk0 $non_clock_inputs
set_output_delay [expr $clk_period * $clk_io_pct] -clock clk0 [all_outputs]
==> notes.md <==
Notes on the flow run.

- The power report attributes to the sequential group a share of 49.8%.
- In this run the horizontal extent of the chip is 110.0 um.
- The floorplan report gives the top-level pin count as 67.
- The final standard cell count with taps included and fillers excluded is 499, for reference.
- Clock latency on the worst-skew pair, taken at its later pin, is 400 ps.
- Logic depth along the worst register-to-register path is recorded as 3.
- TritonCTS built the clock tree.
- The worst IR drop on VDD is 0.1925 mV, for reference.
- The overall die size recorded for this design is 12090 um2.
- The arrival time at the worst endpoint is 2810 ps, for reference.
- The post-CTS hold buffer count recorded in the log is 0.
- The synthesis report gives the async set-or-reset register share as 28.89%.
- The first-pass GRT wire length is 12140 um, for reference.
- Counting I/O delays and the setup requirement, the final critical path takes 2791 ps.
- The final wirelength is 7489 um, for reference.
- The clock group share of total power is 48.5%, for reference.
- The cell total in the yosys stat output is 269, for reference.
- The post-detailed-route count of antenna-violating nets is 0, for reference.
- The iteration-0 DRC count of the detailed router is 108, for reference.
- The final timing report lists a max-slew violation count of 0.
- The terminus of the critical flop-to-flop path is FIFO[0][29], for reference.
- For this run, design rule violations remaining after detail routing come to 0.
- The report counts max-capacitance violations totalling 0.
- The via count of the first global-routing pass is 2421.
- The post-CTS clock slew at the launch and capture registers of the worst setup and hold paths is 50 ps, for reference.
- The tally of buffers added on design ports is 66, for reference.
- Combinational logic burns 1.7% of the power.
- The worst min-delay path class is reg2reg, for reference.
- The worst setup skew after layout is 7.627 ps, for reference.
- The routed length per placed instance is 15.01 um, for reference.
- The cell sitting at the root of the clock tree is a sky130_fd_sc_hd__clkbuf_16.
- Setup repair after global routing left no endpoint under its margin.
- The sort of element at the end of the critical path is a register, for reference.
- The H-tree generated during clock tree synthesis spans 4 levels.
- The largest fanout of any net on the critical path is 42, for reference.
- Per the layout area report, the register area comes to 3859 um2.
- The post-synthesis chip area from yosys is 4662 um2, for reference.
- Looking at the cell usage after synthesis, the top flip-flop cell is sky130_fd_sc_hd__edfxtp_1.
- The number of vias per cell is 4.810, for reference.
- The overall overflow remaining after global route is 0, for reference.
- Sorting the Yosys area breakdown by cell type puts at the top sky130_fd_sc_hd__edfxtp_1.
- Per the OpenROAD power report, leakage power amounts to 2.138 nW.
- The worst setup path is launched from an input port.
- Synthesis instantiated 18 different standard cells from the library.
- Synthesis produced 269 cells.
- The capture point of the critical path is FIFO[0][29], for reference.
- For reference, the placement row count at floorplan is 39.
- Summing all placed instances gives a cell area of 5429 um2.
- Counting the fill cells in the layout gives 889.
- In this run the tools logged warnings totalling 30.
- The post-synth count of flops with an enable pin is 96.
- The number of antenna repair diodes is 0, for reference.
- The worst relative slew slack is 42.83%, for reference.
- Once the clock tree was built, the resizer swapped 0 gates to a different size.
- Before placement the cells fill 41.00% of the core.
- The placement summary gives the final routability congestion estimate as 0.7216.
- The critical path is of the in2reg type.
- The main area contributors are sky130_fd_sc_hd__edfxtp_1 (62%), sky130_fd_sc_hd__dfrtp_1 (21%), sky130_fd_sc_hd__a22oi_1 (5.2%).
- The launching element of the worst setup path is reset, for reference.
- The number of clock sinks seen by CTS is 135, for reference.
- The post-placement cell count is 467, for reference.
- Yosys reports that the most numerous cell types are sky130_fd_sc_hd__edfxtp_1 (96), sky130_fd_sc_hd__dfrtp_1 (39), sky130_fd_sc_hd__nand2_1 (33), sky130_fd_sc_hd__a22oi_1 (32), sky130_fd_sc_hd__o21ai_1 (30).
- Global routing used 14.73% of the available tracks.
- The met3 usage is 5.861%, for reference.
- Summing every instance area after synthesis gives 4662 um2.
- The net switching power in the latest report is 0.0003386 W.
- After synthesis, the mean cell area works out to 17.33 um2.
- The area share of the largest cell type after synthesis is 61.84%, for reference.
- The final timing report lists a hold violation count of 0.
- The final total negative setup slack is 0 ps, for reference.
- The number of endpoints failing setup at the final stage is 0, for reference.
- The total core area is 11370 um2, for reference.
- In this run switching power makes up 18.51% of total power.
- Per the final layout report, the fraction of cells sized above drive strength 1 comes to 10.67%.
- Summing all non-filler instances in the final layout gives an area of 6005 um2.
- The first TritonRoute pass finished after 4 iterations.
- The die is 110.0 um tall.
- The area growth from synthesis to layout is 28.80%.
- For this run, the number of Yosys warnings is 2.
- The pin closest to its max-slew limit shows a slew of 857.5 ps.
- The run finished with clean final reports.
- The launch instance of the worst register-to-register path is wr_pt[0], for reference.
- The placed wire-length estimate is 4202 um, for reference.
- The flow reported a cell area power density of 304.6 nW/um2.
- The met1 usage is 24.29%, for reference.
- The layout report lists the multi-input gate area as 701.9 um2.
- The worst-case reg-to-reg setup slack stands at 4720 ps.
- The most frequently used cell type in the post-synthesis netlist is sky130_fd_sc_hd__edfxtp_1, for reference.
- Sequential cells were found to cover 82.77% of the synthesized design area.
- The data required time at the worst endpoint is 6620 ps, for reference.
- The flip-flop and latch count after synthesis is 135, for reference.
- The global router reports that the layer with the highest usage is met1.
- The largest net degree at the start of global routing is 47, for reference.
- The initial antenna violation count came to 0.
- The overall via count from detail_route is 2400, for reference.
- After layout, the worst path uses 42.29% of the clock period.
- Counting the buffers created by CTS gives 17.
- Internal power comes to 0.001490 W.
- The maximum operating frequency is 358.3 MHz, for reference.
- Global routing consumed, on the met2 layer, 21.34% of the routing resources.
- The number of buffers on the longest clock path is 2, for reference.
- The post-CTS setup buffer count is 0, for reference.
[metal layers]
layer | vias up | part of all wire [%]
met3 | 4 | 6.4
li1 | 1162 | -
met5 | - | 0
met2 | 79 | 48
met1 | 1155 | 45
met4 | 0 | 0.53
[how the worst min path moves through the flow]
stage               start           end  slack (ps)  cells past startpoint
finish        FIFO[0][24]  data_out[24]         450                      2
global route  FIFO[0][15]  data_out[15]         480                      2
CTS           FIFO[0][24]  data_out[24]         450                      2
[cells by family (layout without fill, tap and decap cells)]
family,Yosys count,count (layout),share of synthesized area (%)
flops,135,135,82.77
simple gates,40,40,3.838
compound gates,68,68,9.071
buf+inv,18,105,2.362
other cells,1,1,0.08044
fa+ha+maj,7,7,1.879
[flip-flops by register name (all words and copies together) (netlist names)]
name      cells
FIFO         96
data_out     32
rd_pt         3
wr_pt         3
ready         1
[final cells by class]
| cell class | count | area share (%) |
|---|---|---|
| clock buffers | 19 | 7.377 |
| clock inverters | 13 | 2.209 |
| inverters | 5 | 0.3126 |
| multi-input cells | 116 | 11.69 |
| flip-flops and latches | 135 | 64.26 |
| well taps | 143 | 2.980 |
| repair buffers | 68 | 11.17 |
[power groups by stage]
stage | Sequential [W] | Combinational [W] | Clock, W
6_report | 0.000910 | 0.0000313 | 0.000887
5_1_grt | 0.000910 | 0.0000346 | 0.000950
4_1_cts | 0.000910 | 0.0000324 | 0.000906
[layout by cell type (no fill, tap or decap)]
cell,synthesis,final
sky130_fd_sc_hd__edfxtp_1,96,96
sky130_fd_sc_hd__clkdlybuf4s50_1,0,65
sky130_fd_sc_hd__dfrtp_1,39,39
sky130_fd_sc_hd__nand2_1,33,33
sky130_fd_sc_hd__a22oi_1,32,32
sky130_fd_sc_hd__o21ai_1,30,30
sky130_fd_sc_hd__clkbuf_16,0,17
sky130_fd_sc_hd__clkinvlp_4,0,6
sky130_fd_sc_hd__inv_1,5,5
sky130_fd_sc_hd__ha_1,7,5
sky130_fd_sc_hd__o21ai_0,4,4
sky130_fd_sc_hd__and4b_2,0,3
sky130_fd_sc_hd__clkinv_2,0,3
sky130_fd_sc_hd__nor3_1,2,2
sky130_fd_sc_hd__nor3b_1,2,2
sky130_fd_sc_hd__ha_2,0,2
sky130_fd_sc_hd__bufinv_16,0,2
sky130_fd_sc_hd__buf_4,1,2
sky130_fd_sc_hd__a21oi_1,1,1
sky130_fd_sc_hd__a21o_1,1,1
sky130_fd_sc_hd__clkinv_4,0,1
sky130_fd_sc_hd__clkbuf_1,1,1
sky130_fd_sc_hd__clkinv_1,0,1
sky130_fd_sc_hd__clkbuf_8,0,1
sky130_fd_sc_hd__buf_2,7,1
sky130_fd_sc_hd__conb_1,1,1
[through the flow]
stage	util (%)	setup WS [ps]	power, W	hold WS (ps)
after global placement	47.75	3356	0.0009587	439.9
after detailed placement	47.75	3314	0.0009594	440.1
final	52.81	3809	0.001829	450.7
after CTS	52.81	3734	0.001848	452.3
after floorplan	-	4011	0.0009275	425.8
after global routing	52.81	3654	0.001894	482.2
[worst max-delay path, cell delays in order]
cell,delay [ps]
sky130_fd_sc_hd__buf_2,80
sky130_fd_sc_hd__buf_4,450
sky130_fd_sc_hd__and4b_2,930
Power figures rest on the tool's default switching activity, not on a simulated workload.
